**flow/constraint.sdc**
```tcl
current_design main

set clk_period 6.0
set clk_io_pct 0.2

create_clock -name clk0 -period $clk_period [get_ports {clk}]

set non_clock_inputs [all_inputs -no_clocks]
set_input_delay [expr $clk_period * $clk_io_pct] -clock clk0 $non_clock_inputs
set_output_delay [expr $clk_period * $clk_io_pct] -clock clk0 [all_outputs]
```
**flow/run.sh**
```bash
#!/bin/bash
# OpenROAD 26Q1-2900-gdf79404cd8, Yosys 0.63+post, stock flow scripts
make -C /OpenROAD-flow-scripts/flow DESIGN_CONFIG=/design/flow/config.mk WORK_HOME=/design/flow/orfs finish
```
**flow/design.v**
```verilog
module alu(
    input logic [7:0] operand_a,
    input logic [7:0] operand_b,
    input logic [1:0] alu_op,  
    output logic [7:0] result,
    output logic zero_flag
);
    always_comb begin
        case (alu_op)
            2'b00: result = operand_a + operand_b;  
            2'b01: result = operand_a - operand_b;  
            2'b10: result = operand_a & operand_b;  
            2'b11: result = operand_a | operand_b;  
            default: result = 8'b00000000;  
        endcase
        if (result == 8'b00000000) begin
            zero_flag = 1'b1;
        end else begin
            zero_flag = 1'b0;
        end
    end
endmodule
module control_unit(
    input logic [7:0] instruction,
    output logic [1:0] opcode,
    output logic [1:0] rd,
    output logic [1:0] rs1,
    output logic [1:0] rs2,
    output logic [3:0] addr,
    output logic [3:0] imm
);
    logic [1:0] instr_opcode;
    logic [1:0] instr_rd;
    logic [1:0] instr_rs1;
    logic [1:0] instr_rs2;
    logic [3:0] instr_addr;
    logic [3:0] instr_imm;
    assign instr_opcode = instruction[7:6];
    assign instr_rd = instruction[5:4];
    assign instr_rs1 = instruction[3:2];
    assign instr_rs2 = instruction[1:0];
    assign instr_addr = instruction[5:2];
    assign instr_imm = instruction[3:0];
    always_comb begin
        opcode = instr_opcode;
        case (instr_opcode)   
            2'b00: begin
                rd = instr_rd;
                rs1 = instr_rs1;
                rs2 = instr_rs2;
                addr = 4'b0000;
                imm = 4'b0000;
            end
            2'b10: begin
                rd = instr_rd;
                imm = instr_imm;
                rs1 = 2'b00;
                rs2 = 2'b00;
                addr = 4'b0000;
            end
            2'b11: begin
                addr = instr_addr;
                rs2 = instr_rs2;
                rd = 2'b00;
                rs1 = 2'b00;
                imm = 4'b0000;
            end            
            default: begin
                rd = 2'b00;
                rs1 = 2'b00;
                rs2 = 2'b00;
                imm = 4'b0000;
                addr = 4'b0000;
            end
        endcase
    end
endmodule
module immediate_extend(
    input logic [3:0] imm_in,
    output logic [7:0] imm_out
);
    always_comb begin
        imm_out = {4'b0000, imm_in};  
    end
endmodule
module instruction_memory(
    input logic [3:0] address,
    output logic [7:0] instruction
);
    logic [7:0] memory [0:15];
    initial begin
        memory[0]  = 8'b10001010;   
        memory[1]  = 8'b10010000;   
        memory[2]  = 8'b10100000;   
        memory[3]  = 8'b10110001;   
        memory[4]  = 8'b00010111;   
        memory[5]  = 8'b00101001;   
        memory[6]  = 8'b11010001;   
        memory[7]  = 8'b11011111;   
        memory[8]  = 8'b00000000;
        memory[9]  = 8'b00000000;
        memory[10] = 8'b00000000;
        memory[11] = 8'b00000000;
        memory[12] = 8'b00000000;
        memory[13] = 8'b00000000;
        memory[14] = 8'b00000000;
        memory[15] = 8'b00000000;
    end
    always_comb begin
        instruction = memory[address];
    end
endmodule
module main(
    input logic clk,
    input logic reset,
    output logic [3:0] pc_debug,
    output logic [7:0] reg0_debug,
    output logic [7:0] reg1_debug,
    output logic [7:0] reg2_debug,
    output logic [7:0] reg3_debug
);
    logic [3:0] pc_out;
    logic [1:0] pc_opcode;
    logic [3:0] pc_set_value;
    logic [7:0] instruction;
    logic [1:0] opcode;
    logic [1:0] rd, rs1, rs2;
    logic [3:0] imm;
    logic [3:0] branch_addr;
    logic reg_we;                   
    logic [7:0] reg_wd;             
    logic [7:0] reg_rs1_data;       
    logic [7:0] reg_rs2_data;       
    logic [7:0] reg_rd_data;        
    logic [7:0] imm_extended;
    logic [7:0] alu_operand_a;
    logic [7:0] alu_operand_b;
    logic [1:0] alu_op;
    logic [7:0] alu_result;
    logic alu_zero_flag;
    program_counter pc_inst (
        .clk(clk),
        .reset(reset),
        .opcode(pc_opcode),
        .set_value(pc_set_value),
        .pc_out(pc_out)
    );
    instruction_memory imem_inst (
        .address(pc_out),
        .instruction(instruction)
    );
    control_unit cu_inst (
        .instruction(instruction),
        .opcode(opcode),
        .rd(rd),
        .rs1(rs1),
        .rs2(rs2),
        .addr(branch_addr),
        .imm(imm)
    );
    immediate_extend imm_ext_inst (
        .imm_in(imm),
        .imm_out(imm_extended)
    );
    register_file regfile_inst (
        .clk(clk),
        .we(reg_we),
        .rd(rd),
        .rs1(rs1),
        .rs2(rs2),
        .wd(reg_wd),
        .rd_out(reg_rd_data),
        .rs1_out(reg_rs1_data),
        .rs2_out(reg_rs2_data),
        .reg0_out(reg0_debug),
        .reg1_out(reg1_debug),
        .reg2_out(reg2_debug),
        .reg3_out(reg3_debug)
    );
    alu alu_inst (
        .operand_a(alu_operand_a),
        .operand_b(alu_operand_b),
        .alu_op(alu_op),
        .result(alu_result),
        .zero_flag(alu_zero_flag)
    );
    assign pc_debug = pc_out;
    always_comb begin
        reg_we = 0;
        reg_wd = 0;
        alu_op = 2'b00;
        alu_operand_a = 0;
        alu_operand_b = 0;
        pc_opcode = 2'b00;       
        pc_set_value = 0;
        case (opcode)
            2'b00: begin
                reg_we = 1;
                alu_op = 2'b00;               
                alu_operand_a = reg_rs1_data;
                alu_operand_b = reg_rs2_data;
                reg_wd = alu_result;          
            end
            2'b10: begin
                reg_we = 1;
                reg_wd = imm_extended;        
            end
            2'b11: begin
                reg_we = 0;   
                if (reg_rd_data > reg_rs2_data) begin
                    pc_opcode = 2'b11;           
                    pc_set_value = branch_addr;  
                end else begin
                    pc_opcode = 2'b00;           
                end
            end
            default: begin
                reg_we = 0;
            end
        endcase
    end
endmodule
module program_counter(
    input logic clk,
    input logic [1:0] opcode,
    input logic [3:0] set_value,
    input logic reset,
    output logic [3:0] pc_out
);
always_ff @(posedge clk) begin
    if (reset) begin
        pc_out <= 4'b0000;  
    end else if (opcode == 2'b11) begin
        pc_out <= set_value;  
    end else begin
        pc_out <= pc_out + 4'b0001;  
    end
end
endmodule
module register_file(
    input logic clk,
    input logic we,  
    input logic [1:0] rd,  
    input logic [1:0] rs1,  
    input logic [1:0] rs2,  
    input logic [7:0] wd,  
    output logic [7:0] rd_out,  
    output logic [7:0] rs1_out,  
    output logic [7:0] rs2_out,  
    output logic [7:0] reg0_out,
    output logic [7:0] reg1_out,
    output logic [7:0] reg2_out,
    output logic [7:0] reg3_out
);
    logic [7:0] registers [0:3];
    assign rs1_out = registers[rs1];
    assign rs2_out = registers[rs2];
    assign rd_out  = registers[rd];
    assign reg0_out = registers[0];
    assign reg1_out = registers[1];
    assign reg2_out = registers[2];
    assign reg3_out = registers[3];
    always_ff @(posedge clk) begin
        if (we) begin
            registers[rd] <= wd;  
        end
    end
endmodule
```
**flow/config.mk**
```make
export PLATFORM = sky130hd
export DESIGN_NAME = main
export DESIGN_NICKNAME = main
export VERILOG_FILES = /design/flow/design.v
export SDC_FILE = /design/flow/constraint.sdc
export NUM_CORES = 4
export LEC_CHECK = 1
export CORE_UTILIZATION = 40
```
==> out/qor.log <==
INFO  floorplan      fp_util=42.1%
INFO  detailed_routing detailedRoute.firstIterationViolations=98
INFO  detailed_routing remaining_routing_drc_violations=0
INFO  run_status     run_status=complete, no violations
INFO  timing         grt_setup_unrepaired=no
INFO  setup_path     cp_top_family=multiplexers
INFO  setup_path     buffer_and_inverter_count_on_the_worst_path=1
INFO  power_and_ir_drop power.static_leakage=0.00128µW
INFO  setup_path     r2r_setup_slack=1460ps
INFO  detailed_routing wire_per_inst=16.4µm
INFO  global_route   antenna_found_initial=0
INFO  floorplan      die_h=84.5µm
INFO  layout         fin_util=50.6%
INFO  detailed_routing detailroute.via_count=2041
INFO  timing         timing.max_slew.rel_slack=46.1%
INFO  clocking       clock_tree.buffer_depth=2
INFO  timing         setup_violators_final=0
INFO  setup_path     worstPathMaxFanout=15
INFO  floorplan      number_of_i_o_pins=38
INFO  timing         worst_slew_pin_slew=791ps
INFO  global_route   first_global_vias=1948
INFO  clocking       htree_levels=2
INFO  floorplan      fp-row-count=29
INFO  power_and_ir_drop post-layout-total-power=879µW
INFO  setup_path     path_cells=inv_1, ha_1, o21ai_2, mux2i_4, mux2_2, nor2_1, a21oi_1, ha_1, a211o_1, a21oi_1, nand3_1, nand2_1, mux2i_1, or2_0, ha_1, nand2b_1, a21oi_1
INFO  place          port_buffers=37
INFO  global_route   grt_pass1_wl=9810µm
INFO  timing         report.final.hold_viol_count=0
INFO  layout         lay_top_count=sky130_fd_sc_hd__clkdlybuf4s50_1
INFO  flow_run       stage_log_warnings=31
INFO  timing         timing.fmax=220MHz
INFO  detailed_routing remaining_antenna_violation_count_after_routing=0
INFO  floorplan      floorplan.core_area=0.00646mm²
INFO  place          gp_congestion=0.858
INFO  min_path       holdCritPathClass=reg -> reg
INFO  clocking       hold_buffers=0
INFO  layout         ff_latch_area=0.00120mm²
INFO  global_route   grt_start_max_net_pins=17
INFO  floorplan      die-area=0.00714mm²
INFO  logic_synthesis synth_flops=44
INFO  layout         layout.filler_cells=564
INFO  global_route   grt_usage=18.7%
INFO  setup_path     path_depth=17
INFO  place          pre_cts_slack=1510ps
INFO  flow_run       drv.max_cap_violation_count=0
INFO  detailed_routing drt-pass1-iter-count=20
INFO  clocking       cts_resized=0
INFO  logic_synthesis synth.cell_area=0.00272mm²
INFO  layout         post_route_cells_drive_above_1_share=10.8%
INFO  detailed_routing antenna_cells=0
INFO  logic_synthesis postSynth.asyncResetShare=0%
INFO  clocking       clock_sink_count=44
INFO  layout         logic_area=0.00144mm²
INFO  logic_synthesis yosys_warnings=7
INFO  setup_path     setup.worst_path.class=reg -> reg
INFO  logic_synthesis gate_count_post_synth=253
INFO  timing         min_period=4540ps
INFO  setup_path     critical-path-max-stage-delay=630ps
INFO  detailed_routing avgViaCountPerCell=5.49
INFO  logic_synthesis syn_area_per_cell=10.8µm²
INFO  logic_synthesis ys.flop_type=sky130_fd_sc_hd__edfxtp_1
INFO  clocking       clkLatencyLatePin=290ps
INFO  setup_path     worst_ep_required_time=6210ps
INFO  layout         final_cell_mix=sky130_fd_sc_hd__clkdlybuf4s50_1 (37), sky130_fd_sc_hd__nor2_1 (33), sky130_fd_sc_hd__edfxtp_1 (32)
INFO  power_and_ir_drop vdd_ir_drop_max=0.000126V
INFO  layout         syn_to_final_growth=20.0%
INFO  logic_synthesis synthDistinctLibCells=48
INFO  timing         final_worst_path_setup_slack=1460ps
INFO  timing         finalMaxSlewViolations=0
INFO  setup_path     worst_reg2reg_path_depth=17
INFO  setup_path     crit_end=cu_inst.instruction[1]
INFO  setup_path     worst_setup_path_start_kind=register
INFO  setup_path     crit_path_start=cu_inst.instruction[6]
INFO  timing         max_clock_skew=6.41ps
INFO  clocking       tritoncts_clock_tree=done
INFO  setup_path     cp.arrival=4750ps
INFO  logic_synthesis synth.yosys.seq_area_share=44.1%
INFO  setup_path     regToRegEndpoint=cu_inst.instruction[1]
INFO  setup_path     critical_path.endpoint_type=register
INFO  timing         post_route_setup_tns=0ps
INFO  clocking       cts.repair_timing.setup_buffer_count=0
INFO  timing         layout_worst_path_cycle_share=75.6%
INFO  setup_path     worstReg2RegStart=cu_inst.instruction[6]
INFO  power_and_ir_drop power-per-cell-area=269mW/mm²
INFO  logic_synthesis synth-cells-yosys=253
INFO  place          place_hpwl=4530µm
INFO  clocking       clockRootBuffer=sky130_fd_sc_hd__clkbuf_8
INFO  logic_synthesis area_of_the_synthesized_netlist_per_yosys_stat=0.00272mm²
INFO  clocking       clk_transition_reported_paths=70ps
INFO  detailed_routing routed_wl=6110µm
INFO  floorplan      die_width=84.5µm
INFO  logic_synthesis enable_flop_cells=32
INFO  setup_path     timing.critical_path.slowest_stage_cell=sky130_fd_sc_hd__mux2i_4
INFO  global_route   overflow=0
INFO  clocking       number_of_buffers_inserted_during_clock_tree_synthesis=5
cells by family after synthesis:
logic type / share of synthesized area, %
buffers and inverters: 2.90
AND-OR/OR-AND: 12.8
AND/OR/NAND/NOR: 13.0
flip-flops: 44.1
multiplexers: 12.8
adder cells (fa/ha/maj): 11.8
XOR/XNOR: 2.57
flip-flops by register name (all words and copies together), names as in the netlist:
signal / count
regfile_inst.registers: 32
pc_inst.pc_out: 4
cu_inst.instruction: 8
Yosys cell counts, drive strengths merged, types with 5 or more instances:
| library cell | count | area (µm²) |
|---|---|---|
| and2 | 8 | 52.6 |
| o21ai | 7 | 38.8 |
| inv | 11 | 41.3 |
| dfxtp | 12 | 240 |
| nor3 | 5 | 25.0 |
| a21oi | 25 | 125 |
| mux2i | 21 | 248 |
| nand2 | 10 | 40.0 |
| edfxtp | 32 | 961 |
| o22ai | 7 | 57.6 |
| mux2 | 9 | 101 |
| ha | 24 | 300 |
| nor2 | 34 | 130 |
cell type report:
class                           count  share of cell area [%]
Clock buffer                        6                    2.22
Clock inverter                      1                   0.153
Inverter                           11                    1.26
Multi-Input combinational cell    191                    44.1
Sequential cell                    44                    36.8
Tap cell                           77                    2.95
Timing Repair Buffer               42                    12.5
worst min path at each step:
stage                             startpoint                end  slack (ps)  cells past startpoint
after CTS                  pc_inst.pc_out[0]  pc_inst.pc_out[0]         680                      3
after global routing  cu_inst.instruction[5]  pc_inst.pc_out[3]         730                      2
final                      pc_inst.pc_out[0]  pc_inst.pc_out[0]         660                      3
worst register-to-register path: stages (launching register included):
cell and delay [ps]:
sky130_fd_sc_hd__dfxtp_1 310, sky130_fd_sc_hd__inv_1 90, sky130_fd_sc_hd__ha_1 470, sky130_fd_sc_hd__o21ai_2 150, sky130_fd_sc_hd__mux2i_4 630, sky130_fd_sc_hd__mux2_2 410
sky130_fd_sc_hd__nor2_1 90, sky130_fd_sc_hd__a21oi_1 70, sky130_fd_sc_hd__ha_1 330, sky130_fd_sc_hd__a211o_1 300, sky130_fd_sc_hd__a21oi_1 180, sky130_fd_sc_hd__nand3_1 160
sky130_fd_sc_hd__nand2_1 160, sky130_fd_sc_hd__mux2i_1 180, sky130_fd_sc_hd__or2_0 340, sky130_fd_sc_hd__ha_1 310, sky130_fd_sc_hd__nand2b_1 140, sky130_fd_sc_hd__a21oi_1 150
stage by stage:
step	std cells	instance area [µm²]	hold slack (ps)
CTS	372	3270	679
floorplan	253	2720	565
global placement	365	3190	663
global route	372	3270	730
detailed placement	365	3190	653
finish	372	3270	663
metal layers:
| metal | vias up | global-route usage (%) | routed length [µm] |
|---|---|---|---|
| met5 | - | 0 | 0 |
| met4 | 0 | 4.01 | 91 |
| met3 | 10 | 4.08 | 485 |
| met2 | 82 | 29.0 | 2840 |
| met1 | 944 | 28.8 | 2700 |
| li1 | 1005 | - | - |
where the power goes:
group	internal, µW	leakage [µW]	switching, µW
combinational	151	0.000831	146
sequential	375	0.000408	38.7
clock	79.1	0.0000410	89.5
total	605	0.00128	274
Power figures rest on the tool's default switching activity, not on a simulated workload.
